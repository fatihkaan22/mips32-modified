File: design/flow/design.v
module half_adder(sum, carry_out, input1, input2);
input input1, input2;
output sum, carry_out;
xor sum_of_digits(sum, input1, input2);
and carry_of_sum(carry_out, input1, input2);
endmodule
module full_adder(sum, carry_out, input1, input2, carry_in);
input input1, input2, carry_in;
output sum, carry_out;
wire temp_sum, first_carry_out, second_carry_out;
half_adder first_sum(temp_sum, first_carry_out, input1, input2);
half_adder second_sum(sum, second_carry_out, temp_sum, carry_in);
or final_carry_out(carry_out, second_carry_out, first_carry_out);
endmodule
module adder_2bit (out,carry_out,input1,input2,carry_in);
input [1:0] input1, input2;
input carry_in;
output carry_out;
output [1:0] out;
wire intermediate_carry;
full_adder f(out[0], intermediate_carry, input1[0], input2[0], carry_in),
           s(out[1], carry_out, input1[1], input2[1], intermediate_carry);
endmodule
module adder_4bit (out,carry_out,input1,input2,carry_in);
input [3:0] input1, input2;
input carry_in;
output carry_out;
output [3:0] out;
wire intermediate_carry;
adder_2bit f(out[1:0], intermediate_carry, input1[1:0], input2[1:0], carry_in),
           s(out[3:2], carry_out, input1[3:2], input2[3:2], intermediate_carry);
endmodule
module adder_8bit (out,carry_out,input1,input2,carry_in);
input [7:0] input1, input2;
input carry_in;
output carry_out;
output [7:0] out;
wire intermediate_carry;
adder_4bit f(out[3:0], intermediate_carry, input1[3:0], input2[3:0], carry_in),
            s(out[7:4], carry_out, input1[7:4], input2[7:4], intermediate_carry);
endmodule
module adder_16bit (out,carry_out,input1,input2,carry_in);
input [15:0] input1, input2;
input carry_in;
output carry_out;
output [15:0] out;
wire intermediate_carry;
adder_8bit f(out[7:0], intermediate_carry, input1[7:0], input2[7:0], carry_in),
            s(out[15:8], carry_out, input1[15:8], input2[15:8], intermediate_carry);
endmodule
module adder_32bit_i (out,carry_out,input1,input2,carry_in);
input [31:0] input1, input2;
input carry_in;
output carry_out;
output [31:0] out;
wire intermediate_carry;
adder_16bit f(out[15:0], intermediate_carry, input1[15:0], input2[15:0], carry_in),
            s(out[31:16], carry_out, input1[31:16], input2[31:16], intermediate_carry);
endmodule
module adder_32bit (out,input1,input2);
input [31:0] input1, input2;
wire carry_out;
output [31:0] out;
wire intermediate_carry;
adder_16bit f(out[15:0], intermediate_carry, input1[15:0], input2[15:0], 1'b0),
            s(out[31:16], carry_out, input1[31:16], input2[31:16], intermediate_carry);
endmodule
File: design/flow/run.sh
#!/bin/bash
# OpenROAD 26Q1-2900-gdf79404cd8, Yosys 0.63+post, stock flow scripts
make -C /OpenROAD-flow-scripts/flow DESIGN_CONFIG=/design/flow/config.mk WORK_HOME=/design/flow/orfs finish
File: design/flow/config.mk
export PLATFORM = sky130hd
export DESIGN_NAME = adder_32bit_i
export DESIGN_NICKNAME = adder_32bit_i
export VERILOG_FILES = /design/flow/design.v
export SDC_FILE = /design/flow/constraint.sdc
export NUM_CORES = 4
export LEC_CHECK = 1
export CORE_AREA = 10 10 83 83
export DIE_AREA = 0 0 93 93
File: design/flow/constraint.sdc
current_design adder_32bit_i

set clk_period 41.6
set clk_io_pct 0.2

create_clock -name clk0 -period $clk_period

set non_clock_inputs [all_inputs -no_clocks]
set_input_delay [expr $clk_period * $clk_io_pct] -clock clk0 $non_clock_inputs
set_output_delay [expr $clk_period * $clk_io_pct] -clock clk0 [all_outputs]
==> deck_impl_summary.md <==
Physical Implementation Snapshot

Critical path
  – Critical path peak fanout: 1
  – Slowest cell on crit path: clkdlybuf4s50_1
  – CP Capture Point: out[31]
  – CP startpoint: input1[0]
  – Most used cell, CP: fa_1
  – WP data arrival: approximately 22 ns
  – Crit. End Element: output pin
  – CP Class: primary input to output pin
  – Critical path required time: around 33 ns
  – Largest stage delay, worst path: ~0.47 ns
  – Startpoint types: primary input

Place
  – Place WS: between 10 and 15 ns
  – Gpl congestion: ~0.8
  – I/O Buffers: ~98
  – HPWL after DPL: 3020 um

Flow run
  – Max-cap violations: 0
  – Tool Warnings: 32

STA
  – RSZ-0062 raised after global routing: false
  – Slew margin rel.: just over 90%
  – Max-slew violation count: 0
  – Final worst slack: 11.20 ns
  – Least-Margin Pin Slew: around 0.12 ns
  – Fmax achieved: between 30 and 40 MHz
  – Final period util: 73.1%
  – Final Critical Period: 30.40 ns
  – Setup TNS: 0 ns
  – Final hold vios: 0
  – # setup viols final: 0

Drt
  – Vias: 716
  – First DRT Iteration DRCs: 0
  – Final ANT Viol Nets: 0
  – Drt drc: 0
  – Routed Wire Length: 3020 um
  – WL per Instance: about 15 um
  – Router iterations before antenna repair: 1
  – Antenna fix cells: 0
  – Via-per-instance ratio: 3.49

Yosys
  – Yosys cell count: a little under 70
  – Mapped Cells: roughly 69
  – Syn_area_per_cell: approximately 13 um2
  – Unique cell types: 3
  – Sequential cell area fraction in the yosys report: 0%
  – Mapped cell area: roughly 900 um2
  – Synthesis Warnings: 0
  – Chip area line of the yosys report: around 900 um2

GRT
  – Initial antenna violation count: 0
  – Vias in the first global route: approximately 900
  – Pin count of the biggest net entering global routing: 2
  – First-pass GRT wire length: roughly 4700 um
  – Remaining global-route overflow: 0
  – Gr usage total: just under 7%

Pwr
  – Clock network power share: 0%
  – Leakage: between 0.6 and 0.7 nW
  – P per Cell Area: around 15 mW/mm2
  – Net switching power: ~0.0000067 W
  – Comb power frac: ~100%
  – P_int: approximately 0.000019 W
  – Switch share: 25.9%
  – Peak supply drop: 5.85 uV
  – Register share of total power: 0%

Layout
  – # fillers: around 530
  – Layout clock buffer count: 0
  – Reg area: 0 um2
  – Share of cells above drive strength 1: 0%
  – P&R area growth vs syn: 92.1%
  – Seq_cells: 0

Die
  – Core Area: 0.00514 mm2
  – Die footprint: approximately 0.0086 mm2
  – Die Wd: between 90 and 100 um
  – IO Pins: 98
  – Fp util: 17.5%
  – Die Y: just over 90 um
  – # rows: 26

Clock tree
  – Postcts setup bufs: 0
  – CTS resizes: 0
  – Hold Buf Count CTS: 0

Outcome
  – Status: finished, final reports clean

Worst hold path
  – Min-Delay Path Class: primary input to output pin
==> critical path: cells and delay by family <==
kind | cells | cell delay, ns
buffers and inverters | 4 | 1.04
adder cells (fa/ha/maj) | 32 | 12.71
==> routing by layer <==
| metal | routed length (um) | part of all wire, % | global-route usage, % | vias to the layer above |
|---|---|---|---|---|
| met5 | 0 | 0 | 0 | - |
| met2 | 952 | 32 | 8.76 | 100 |
| met3 | 940 | 31 | 8.32 | 0 |
| met4 | 0 | 0 | 0 | 0 |
| li1 | - | - | - | 302 |
| met1 | 1130 | 37 | 7.91 | 314 |
==> worst min path at each step <==
stage | startpoint | to | depth (start not counted)
global route | carry_in | out[0] | 3
finish | input2[31] | carry_out | 5
CTS | input2[31] | carry_out | 5
==> final cells by class <==
| class | count | area (um2) | area share, % |
|---|---|---|---|
| Tap cell | 70 | 87.6 | 5.07 |
| Multi-Input combinational cell | 32 | 641 | 37.1 |
| Inverter | 5 | 18.8 | 1.09 |
| Timing Repair Buffer | 98 | 981 | 56.8 |
==> cells by family (layout without fill, tap and decap cells) <==
family     after synthesis  in the layout  share of synthesized area [%]
fa+ha+maj               32             32                           71.2
buf+inv                 37            103                           28.8
==> power groups by stage <==
stage,clock network [W],logic (W),registers [W]
5_1_grt,0,0.0000293,0
6_report,0,0.0000257,0
4_1_cts,0,0.0000267,0
==> cells in the mapped netlist <==
cell type | number | area (um2)
buf_4 | 32 | 240
fa_1 | 32 | 641
inv_1 | 5 | 18.8
==> through the flow <==
stage	power, W	utilization (%)	hold WS [ns]	instances	area [um2]
global placement	0.0000264	33.6	17.71	205	1730
detailed placement	0.0000266	33.6	17.72	205	1730
CTS	0.0000267	33.6	17.73	205	1730
finish	0.0000257	33.6	17.71	205	1730
global route	0.0000293	33.6	17.78	205	1730
floorplan	0.0000124	-	16.85	69	900
==> cell usage in the layout (no fill, tap or decap), drive strengths merged <==
cell           instances
inv                    5
clkdlybuf4s50         98
fa                    32
No activity file was given, so power comes from the tool's default toggle rates.
