==> flow/design.v <==
module mips_registers
( read_data_1, read_data_2, write_data, write_data2, read_reg_1, read_reg_2, write_reg, write_reg2, signal_reg_write, signal_reg_write2, clk );
	output [31:0] read_data_1, read_data_2;
	input [31:0] write_data, write_data2;
	input [4:0] read_reg_1, read_reg_2, write_reg, write_reg2;
	input signal_reg_write, signal_reg_write2, clk;
	reg [31:0] registers [31:0];
	assign read_data_1 = registers[read_reg_1];
	assign read_data_2 = registers[read_reg_2];
	always @(posedge clk) begin
		if(signal_reg_write && write_reg != 5'b0) begin  
			registers[write_reg]<=write_data;
		end
		if(signal_reg_write2 && write_reg2 != 5'b0) begin
			registers[write_reg2]<=write_data2;
		end
	end
endmodule
==> flow/run.sh <==
#!/bin/bash
# OpenROAD 26Q1-2900-gdf79404cd8, Yosys 0.63+post, stock flow scripts
make -C /OpenROAD-flow-scripts/flow DESIGN_CONFIG=/design/flow/config.mk WORK_HOME=/design/flow/orfs finish
==> flow/config.mk <==
export PLATFORM = sky130hd
export DESIGN_NAME = mips_registers
export DESIGN_NICKNAME = mips_registers
export VERILOG_FILES = /design/flow/design.v
export SDC_FILE = /design/flow/constraint.sdc
export NUM_CORES = 4
export LEC_CHECK = 1
export CORE_UTILIZATION = 50
==> flow/constraint.sdc <==
current_design mips_registers

set clk_period 7.3
set clk_io_pct 0.2

create_clock -name clk0 -period $clk_period [get_ports {clk}]

set non_clock_inputs [all_inputs -no_clocks]
set_input_delay [expr $clk_period * $clk_io_pct] -clock clk0 $non_clock_inputs
set_output_delay [expr $clk_period * $clk_io_pct] -clock clk0 [all_outputs]
==> flow_metrics.tcl <==
# yosys + openroad results
set metrics [dict create \
    ys_warn_count 1 \
    htree_levels 3 \
    top_area_cell "edfxtp_1" \
    drtIter0Drc 3179 \
    top_logic_kind "multiplexers" \
    final_max_slew_viol_count 0 \
    routed_wl_um 223000 \
    cp.required_ps 5840 \
    layoutNonFillerInstCount 6445 \
    initial_core_util_pct 50.4 \
    utilization_pct 56.5 \
    worst-slew-pin-transition_ps 943 \
    reg_top3 "registers: 1024 flops" \
    ios 151 \
    mux_share_pct 34.9 \
    ys_sh_aoi_pct 6.69 \
    max_freq_mhz 168 \
    cts-root-buf "clkbuf_16" \
    cts_tree "built" \
    antenna_found_initial 0 \
    ir_worst_vdd_mv 0.220 \
    synth.cellmix.simpleShare_pct 4.09 \
    die_w_um 352 \
    layout-drive-gt1-share_pct 25.4 \
    numPortBuffers 150 \
    cts_setup_buffers 0 \
    end_kind "output port" \
    ys_cells 4753 \
    synthTopCellsByCount "edfxtp_1, mux2i_1, mux2_2, clkbuf_1, mux2_1" \
    outcome "complete, no violations" \
    grt_pass1_vias 43200 \
    drt-wirelength-per-cell_um 34.6 \
    min_period_over_period_pct 81.5 \
    p_per_area_mw_per_mm2 205 \
    grt_pass1_wl_um 315000 \
    holdCritPathClass "input port to flop" \
    clk_pin_slew_ps 60 \
    slew_headroom_pct 36.9 \
    core_area_mm2 0.122 \
    crit_arrival_ps 4490 \
    ys_chip_area_mm2 0.0613 \
    synth.ff_latch_count 1024 \
    grt_setup_unrepaired "false" \
    ctsHoldBuffers 0 \
    ys_seq_share_pct 50.1 \
    async_reset_ff_share_pct 0 \
    area_growth_pct 12.1 \
    fin_tns_setup_ps 0 \
    warnings 26 \
    dieArea_mm2 0.124 \
    ant_nets 0 \
    dr.pass1.iters 5 \
    ys_sh_xor_pct 0 \
    clk_path_buf_depth 3 \
    grt_max_degree 77 \
    gr-usage-all-layers_pct 38.5 \
    fp.dieH_um 352 \
    row_count 128 \
    postSynthAreaPerCell_um2 12.9 \
    hpwl_um 128000 \
    yosysTopAreaCellShare_pct 50.1 \
    p_leak_uw 0.0254 \
    ff_type "edfxtp_1" \
    path_max_fanout 28 \
    cts_buffers 116 \
    path_class "input port to output port" \
    drc 0 \
    hold_viol_final 0 \
    synth_cell_types 39 \
    largest_register_ffs 1024 \
    syn-cell-area_mm2 0.0613 \
    vias_per_cell 6.60 \
    setup_violations 0 \
    grt.overflow.total 0 \
    cap_violations 0 \
    min_period_ps 5950 \
    critPathLaunchType "input port" \
    antenna-diode-count 0 \
    yosys-top-cells-area "edfxtp_1, mux2i_1, mux2_2" \
    regMostFlops "registers" \
    dp_cells 6229 \
    edf_count 1024 \
    netlist_instances 4753 \
    gp_congestion 0.923 \
    fa_ha_area_share_pct 0 \
    cts_resized 0 \
    vias 42500 \
    hold_depth 2 \
    cts_sinks 1024 \
]
per-layer routing:
metal	vias to the layer above	track usage [%]	part of all wire, %
met2	2438	55.0	45
met1	21300	52.2	37
met4	20	13.4	4.6
li1	18300	-	-
met5	-	3.19	0.25
met3	532	20.4	14
path summary, 6_finish.rpt:
| kind | from | end | slack (ps) |
|---|---|---|---|
| setup / recovery | read_reg_1[0] | read_data_1[14] | 1350 |
| hold / removal | write_data[27] | registers[0][27] | 1590 |
stage by stage:
stage	setup WS (ps)	area, um^2	power [uW]	hold WS, ps
2_1_floorplan	1850	61400	7920	1630
3_3_place_gp	1410	65200	8620	2300
3_5_place_dp	1410	65200	8630	2300
4_1_cts	1400	68700	14100	1540
5_1_grt	1280	68700	14500	1590
6_report	1350	68700	14100	1590
report_power, final:
part / leakage, uW / switching, uW / internal, uW
sequential: 0.00927 / 62.9 / 6640
clock: 0.00174 / 2430 / 3110
combinational: 0.0143 / 1080 / 764
layout make-up:
cell class / instances / area (um^2)
Inverter: 1 / 3.75
Tap cell: 1625 / 2030
Fill cell: 10000 / 53000
Sequential cell: 1024 / 30700
Multi-Input combinational cell: 3181 / 28700
Clock inverter: 75 / 489
Clock buffer: 141 / 3040
Timing Repair Buffer: 398 / 3660
cells by family (layout without fill, tap and decap cells):
| logic type | count (synthesis) | after routing |
|---|---|---|
| multiplexers | 2016 | 2016 |
| other | 1 | 32 |
| AND/OR/NAND/NOR | 526 | 526 |
| flip-flops | 1024 | 1024 |
| buffers and inverters | 579 | 615 |
| AND-OR/OR-AND | 607 | 607 |
cell usage in the layout, fill, tap and decap left out, types with 2 or more instances in the layout:
cell type / instances
a21oi_1: 192
nand3b_4: 3
buf_8: 2
buf_4: 225
nor2_1: 3
conb_1: 32
bufinv_16: 5
or2_2: 2
clkinv_2: 26
inv_6: 2
nand3b_1: 6
clkinv_1: 39
nor3b_2: 3
nand2_1: 195
edfxtp_1: 1024
nand2_4: 6
o21ai_4: 14
clkbuf_1: 23
a22o_1: 128
nor3_1: 65
mux2i_1: 1024
o22ai_4: 16
buf_12: 23
nand2b_2: 4
nand3_1: 195
a22oi_1: 192
nand2_2: 11
and2_4: 2
mux2_2: 734
mux2_1: 258
a31oi_1: 64
clkbuf_16: 118
clkdlybuf4s50_1: 148
nor2_4: 18
nor2b_4: 4
critical path, stage by stage:
cell and delay [ps]:
clkdlybuf4s50_1 700, and2_4 600, buf_4 510, a22o_1 230, nor3_1 50, a31oi_1 150
nand3_1 270, clkdlybuf4s50_1 500
Power figures rest on the tool's default switching activity, not on a simulated workload.
