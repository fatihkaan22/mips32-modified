## /design/flow/design.v

```verilog
module comparator_1bit(a, b, in_gt, in_lt, in_eq, out_gt, out_lt, out_eq);
input a, b;
input in_gt, in_lt, in_eq;
output out_gt, out_lt, out_eq;
wire a_not, b_not;
not n1(a_not, a);
not n2(b_not, b);
and a1(and1, a, b_not);
and a2(or1, and1, in_eq);
or o1(out_gt, or1, in_gt);
and a3(and2, a_not, b);
and a4(or2, and2, in_eq);
or o2(out_lt, or2, in_lt);
xnor x1(and3,a,b);
and a5(out_eq, and3, in_eq);
endmodule
module comparator_2bit(a, b, in_gt, in_lt, in_eq, out_gt, out_lt, out_eq);
input [1:0] a, b;
input in_gt, in_lt, in_eq;
output out_gt, out_lt, out_eq;
comparator_1bit f(a[1], b[1], in_gt, in_lt, in_eq, pre_out_gt, pre_out_lt, pre_out_eq),
                 s(a[0], b[0], pre_out_gt, pre_out_lt, pre_out_eq, out_gt, out_lt, out_eq);
endmodule
module comparator_4bit (a, b, in_gt, in_lt, in_eq, out_gt, out_lt, out_eq);
input [3:0] a, b;
input in_gt, in_lt, in_eq;
output out_gt, out_lt, out_eq;
comparator_2bit f(a[1:0], b[1:0], in_gt, in_lt, in_eq, pre_out_gt, pre_out_lt, pre_out_eq),
                 s(a[3:2], b[3:2], pre_out_gt, pre_out_lt, pre_out_eq, out_gt, out_lt, out_eq);
endmodule
module comparator_8bit (a, b, in_gt, in_lt, in_eq, out_gt, out_lt, out_eq);
input [7:0] a, b;
input in_gt, in_lt, in_eq;
output out_gt, out_lt, out_eq;
comparator_4bit f(a[3:0], b[3:0], in_gt, in_lt, in_eq, pre_out_gt, pre_out_lt, pre_out_eq),
                 s(a[7:4], b[7:4], pre_out_gt, pre_out_lt, pre_out_eq, out_gt, out_lt, out_eq);
endmodule
module comparator_16bit (a, b, in_gt, in_lt, in_eq, out_gt, out_lt, out_eq);
input [15:0] a, b;
input in_gt, in_lt, in_eq;
output out_gt, out_lt, out_eq;
comparator_8bit f(a[7:0], b[7:0], in_gt, in_lt, in_eq, pre_out_gt, pre_out_lt, pre_out_eq),
                 s(a[15:8], b[15:8], pre_out_gt, pre_out_lt, pre_out_eq, out_gt, out_lt, out_eq);
endmodule
module comparator_32bit (a, b, in_gt, in_lt, in_eq, out_gt, out_lt, out_eq);
input [31:0] a, b;
input in_gt, in_lt, in_eq;
output out_gt, out_lt, out_eq;
comparator_16bit f(a[15:0], b[15:0], in_gt, in_lt, in_eq, pre_out_gt, pre_out_lt, pre_out_eq),
                 s(a[31:16], b[31:16], pre_out_gt, pre_out_lt, pre_out_eq, out_gt, out_lt, out_eq);
endmodule
module comparator (a, b, out_gt, out_lt, out_eq);
input [31:0] a, b;
wire in_gt = 1'b0;
wire in_eq = 1'b1;
wire in_lt = 1'b0;
output out_gt, out_lt, out_eq;
comparator_32bit c(a, b, in_gt, in_lt, in_eq, out_gt, out_lt, out_eq);
endmodule
module comparator_signed(a,b, out_gt, out_lt, out_eq);
input [31:0] a, b;
output out_gt, out_lt, out_eq;
wire a_s = a[31];
wire b_s = b[31];
wire sel;
xor(sel, a_s, b_s);
comparator c(a, b, gt_m, lt_m, out_eq);
mux_2_to_1 mux1(gt_m, b_s, sel, out_gt);
mux_2_to_1 mux2(lt_m, a_s, sel, out_lt);
endmodule
```

## /design/flow/config.mk

```make
export PLATFORM = sky130hd
export DESIGN_NAME = comparator
export DESIGN_NICKNAME = comparator
export VERILOG_FILES = /design/flow/design.v
export SDC_FILE = /design/flow/constraint.sdc
export NUM_CORES = 4
export LEC_CHECK = 1
export CORE_AREA = 10 10 91 91
export DIE_AREA = 0 0 101 101
```

## /design/flow/run.sh

```bash
#!/bin/bash
# OpenROAD 26Q1-2900-gdf79404cd8, Yosys 0.63+post, stock flow scripts
make -C /OpenROAD-flow-scripts/flow DESIGN_CONFIG=/design/flow/config.mk WORK_HOME=/design/flow/orfs finish
```

## /design/flow/constraint.sdc

```tcl
current_design comparator

set clk_period 6.6
set clk_io_pct 0.2

create_clock -name clk0 -period $clk_period

set non_clock_inputs [all_inputs -no_clocks]
set_input_delay [expr $clk_period * $clk_io_pct] -clock clk0 $non_clock_inputs
set_output_delay [expr $clk_period * $clk_io_pct] -clock clk0 [all_outputs]
```

==> flow_results.xml <==
<?xml version="1.0" encoding="UTF-8"?>
<metrics>
  <group name="outcome">
    <metric name="status" unit="">finished clean</metric>
  </group>
  <group name="die">
    <metric name="core_region_area" unit="µm²">6350</metric>
    <metric name="floorplan.initialDensity" unit="">0.238</metric>
    <metric name="die-width" unit="µm">101</metric>
    <metric name="io-pin-count" unit="">67</metric>
    <metric name="rows" unit="">29</metric>
    <metric name="floorplan.die.height" unit="µm">101</metric>
    <metric name="chip_area" unit="µm²">10200</metric>
  </group>
  <group name="drt">
    <metric name="drt-pass1-iter-count" unit="">4</metric>
    <metric name="post_drt_wl_per_cell" unit="µm">10.6</metric>
    <metric name="route.vias.total" unit="">1505</metric>
    <metric name="remaining_drc_errors" unit="">0</metric>
    <metric name="antenna_violating_nets_post_route" unit="">0</metric>
    <metric name="drt_iter0_markers" unit="">20</metric>
    <metric name="detail_route.vias_per_cell" unit="">4.22</metric>
    <metric name="n_antenna_cell" unit="">0</metric>
    <metric name="postRouteWirelength" unit="µm">3790</metric>
  </group>
  <group name="synth">
    <metric name="topCellsByArea" unit="">sky130_fd_sc_hd__ha_1 53%, sky130_fd_sc_hd__inv_1 17%, sky130_fd_sc_hd__a21oi_1 9.3%</metric>
    <metric name="syn_area" unit="µm²">1510</metric>
    <metric name="syn-mean-instance-area" unit="µm²">7.11</metric>
    <metric name="synthesis.instances" unit="">213</metric>
    <metric name="netlist.area_leader.share" unit="">0.529</metric>
    <metric name="synthesis.yosys.warnings" unit="">20</metric>
    <metric name="synth.lib_cells_used.distinct" unit="">16</metric>
    <metric name="yosys_stat_cell_total" unit="">213</metric>
    <metric name="post-synth-top-area-cell" unit="">sky130_fd_sc_hd__ha_1</metric>
    <metric name="yosys-stat-area" unit="µm²">1510</metric>
    <metric name="synth_sequential_area_ratio" unit="">0</metric>
  </group>
  <group name="placed_design">
    <metric name="detailed_place.area" unit="µm²">2280</metric>
    <metric name="placed_cells" unit="">357</metric>
    <metric name="post-dp-hpwl" unit="µm">3630</metric>
    <metric name="port_buffers" unit="">67</metric>
    <metric name="place_congestion" unit="">0.811</metric>
  </group>
  <group name="cts">
    <metric name="cts_hold_buf" unit="">0</metric>
    <metric name="cts.repair_timing.setup_buffer_count" unit="">0</metric>
    <metric name="post_cts_resize_count" unit="">0</metric>
  </group>
  <group name="hold_path">
    <metric name="holdPathStages" unit="">5</metric>
    <metric name="hp-start" unit="">b[30]</metric>
    <metric name="min_path_type" unit="">input port to primary output</metric>
    <metric name="timing.hold.worst_endpoint" unit="">out_eq</metric>
  </group>
  <group name="final_layout">
    <metric name="final_layout_size_suffix_gt1_frac" unit="">0.0143</metric>
    <metric name="clockBufferCount" unit="">0</metric>
    <metric name="final_util" unit="">0.359</metric>
    <metric name="num-fill-cells" unit="">642</metric>
    <metric name="finalNonFillerCells" unit="">357</metric>
    <metric name="n_sequential_cell" unit="">0</metric>
    <metric name="final_cell_area" unit="µm²">2280</metric>
    <metric name="most_instantiated_logic_cells_after_routing" unit="">67 x sky130_fd_sc_hd__inv_1, 67 x sky130_fd_sc_hd__clkdlybuf4s50_1, 64 x sky130_fd_sc_hd__ha_1</metric>
    <metric name="areaGrowthSynthToFinish" unit="%">50.7</metric>
    <metric name="ff_latch_area" unit="µm²">0</metric>
  </group>
  <group name="power">
    <metric name="power-per-cell-area" unit="nW/µm²">49.7</metric>
    <metric name="ir_worst_vdd" unit="V">0.0000230</metric>
    <metric name="lkg_pwr" unit="nW">1.26</metric>
  </group>
  <group name="grt">
    <metric name="grt_max_degree" unit="">6</metric>
    <metric name="grt_remaining_overflow" unit="">0</metric>
    <metric name="global_route.usage.total" unit="">0.0699</metric>
    <metric name="antenna_found_initial" unit="">0</metric>
    <metric name="first_pass_grt_wire_length" unit="µm">6130</metric>
    <metric name="grt_pass1_vias" unit="">1468</metric>
  </group>
  <group name="setup_path">
    <metric name="worstSetupStartpoint" unit="">a[0]</metric>
    <metric name="cp-end-kind" unit="">primary output</metric>
    <metric name="worst_ep_arrival_time" unit="ps">3660</metric>
    <metric name="critical-path-max-stage-delay" unit="ps">490</metric>
    <metric name="worst-setup-path-type" unit="">input port to primary output</metric>
    <metric name="crit_path_top_delay_cell" unit="">sky130_fd_sc_hd__clkdlybuf4s50_1</metric>
    <metric name="crit_chain" unit="">clkdlybuf4s50_1, inv_1, ha_1, nand3_2, nor4_4, nand3_2, a21oi_1, a211o_1, clkdlybuf4s50_1</metric>
    <metric name="timing.critical_path.max_delay_family" unit="">buffers and inverters</metric>
    <metric name="critical_path.startpoint_type" unit="">input port</metric>
    <metric name="critical_path_buf_inv_count" unit="">3</metric>
    <metric name="crit_path_max_fanout" unit="">4</metric>
    <metric name="required" unit="ps">5280</metric>
  </group>
  <group name="sta">
    <metric name="setup-violations-final" unit="">0</metric>
    <metric name="maxClockFrequency" unit="GHz">0.201</metric>
    <metric name="worst_pin_slew" unit="ps">314</metric>
    <metric name="layout_worst_path_cycle_share" unit="">0.754</metric>
    <metric name="layout_min_cycle_time" unit="ps">4980</metric>
    <metric name="final_max_slew_viol_count" unit="">0</metric>
    <metric name="fin_worst_hold_slack" unit="ps">3880</metric>
    <metric name="setup_tns_after_final_layout" unit="ps">0</metric>
    <metric name="rsz0062_at_grt" unit="">false</metric>
    <metric name="final_hold_viol_count" unit="">0</metric>
    <metric name="timing.max_slew.rel_slack" unit="">0.789</metric>
  </group>
  <group name="job">
    <metric name="drv.max_cap_violation_count" unit="">0</metric>
    <metric name="number_of_warnings_in_the_stage_logs" unit="">64</metric>
  </group>
</metrics>
## area by class of cell
type                            instances  area, µm²  share of cell area
Timing Repair Buffer                   67        671               0.294
Multi-Input combinational cell        146       1260               0.553
Inverter                               67        251               0.110
Tap cell                               77       96.3              0.0422
## through the flow
step	total power [mW]	setup slack, ps
6_report	0.113	1620
5_1_grt	0.131	1400
4_1_cts	0.116	1570
3_5_place_dp	0.115	1570
3_3_place_gp	0.114	1610
2_1_floorplan	0.0551	2830
## how the worst max path moves through the flow
stage / end / cells past startpoint
4_1_cts: out_gt / 9
5_1_grt: out_gt / 9
6_report: out_gt / 9
## cell usage after synthesis (all sizes together)
cell,n
o31ai,2
nand4,3
nand2,9
o22ai,2
a211oi,6
a21o,2
nor4,2
o21ai,10
ha,64
inv,67
a21oi,28
nor2,8
a211o,2
nand3,8
## kinds of logic after synthesis
kind of cell             count (synthesis)  share of synthesized area
buffers and inverters                   67                      0.166
adder cells (fa/ha/maj)                 64                      0.529
AND-OR/OR-AND                           52                      0.195
AND/OR/NAND/NOR                         30                      0.110
## power by group
part	leakage (nW)	total, mW	internal, mW	switching [mW]
Combinational	1.26	0.113	0.0650	0.0484
Sequential	0	0	0	0
Clock	0	0	0	0
## tightest hold or removal path: cells and delay by family
| family | cells | cell delay [ps] |
|---|---|---|
| buffers and inverters | 2 | 850 |
| adder cells (fa/ha/maj) | 1 | 270 |
| AND/OR/NAND/NOR | 2 | 120 |
## per-layer routing
layer,vias up,GRT usage,part of all wire
met5,-,0,0
met2,43,0.116,0.43
met1,630,0.0921,0.47
li1,832,-,-
met4,0,0,0
met3,0,0.0222,0.092
No activity file was given, so power comes from the tool's default toggle rates.
